$ cat flow/design.v
`timescale 1ns / 1ps
module adder #( parameter NBITS = 16 )(
input [NBITS-1:0] q ,
input [NBITS-1:0] cnt_ini ,
input [NBITS-1:0] cnt_rst ,
output[NBITS-1:0] nextq,
output tick
);
wire same ;
wire[NBITS-1:0] inextq;
addergen_st #(.NBITS(NBITS))
nextval ( .r(inextq),  
 .cout(),  
 .a(q),  
 .b(16'b0000_0001),  
 .cin(16'b0000_0000) ) ;  
comparatorgen_st #(.NBITS(NBITS))
comparator (
.r(same) ,
.a(inextq),
.b(cnt_rst) );
assign tick = (same) ? 'd1 : 'd0 ;
assign nextq = (same) ? cnt_ini : inextq ;
endmodule
`timescale 1ns / 1ps
module addergen_st #( parameter NBITS = 16 )(
output wire[NBITS-1:0] r ,
output wire cout ,
input wire[NBITS-1:0] a ,
input wire[NBITS-1:0] b ,
input wire cin ) ;
wire [NBITS:0] carry;
assign carry[0]= cin ;
genvar k ;
generate
for (k=0; k < NBITS; k = k+1)
begin : blk
 fulladder_st FA (
 .r(r[k]),
 .cout(carry[k+1]),
 .a(a[k]),
 .b(b[k]),
 .cin(carry[k]) ) ;
end
endgenerate
assign cout = carry[NBITS] ;
endmodule
`timescale 1ns / 1ps
module comparatorgen_st #( parameter NBITS = 16 )(
output wire r ,
input wire[NBITS-1:0] a ,
input wire[NBITS-1:0] b );
wire [NBITS-1:0] iresult ;
genvar k ;
generate
for (k=0; k < NBITS; k = k+1)
begin : blk
 xor c1 (iresult[k], a[k], b[k] ) ;
end
endgenerate
assign r = ~(|iresult);
endmodule
`timescale 1ns / 1ps
module flopr #( parameter NBITS = 16 )(
 input clk,
input reset,
input [NBITS-1:0] cnt_ini,
input [NBITS-1:0] nextq,
output[NBITS-1:0] q
);
reg [NBITS-1:0] iq ;
always @(posedge clk) begin 
if (reset) begin
iq <= cnt_ini ;
 end
 else begin
iq <= nextq;
 end
end
assign q = iq ;
endmodule
`timescale 1ns / 1ps
module fulladder_st(
output wire r,
output wire cout,
input wire a,
input wire b,
input wire cin
) ;
assign r = (a ^ b) ^ (cin) ;
assign cout = (a & b) | ( a & cin ) | ( b & cin ) ;
endmodule
`timescale 1ns / 1ps
module timer_st #( parameter NBITS = 32 )
(
 output wire timer ,
 input wire clk ,
 input wire reset,
 input [NBITS-1:0] cnt_ini ,
 input [NBITS-1:0] cnt_rst
);
wire [NBITS-1:0] q ;
wire [NBITS-1:0] qnext ;
adder #( .NBITS(NBITS ) )
 c1 (.q(q),
.cnt_ini(cnt_ini),
.cnt_rst(cnt_rst),
.nextq(qnext),
.tick(timer) );
flopr #( .NBITS(NBITS ) )
 c2 (.clk(clk),
.reset(reset),
.cnt_ini(cnt_ini),
.nextq(qnext),
.q(q) );
endmodule
`timescale 1ns / 1ps
module Street_Light_sys#( parameter NBITS = 32 )
(
input wire b ,
input wire clk ,
output reg light,
output reg light2,
output reg light3,
output reg light4
);
reg reset;
reg reset2;
reg reset3;
reg reset4;
reg buttonpressed;
wire timer;
wire timer2;
wire timer3;
wire timer4;
reg [2:0] current_state ;
reg [2:0] next_state ; 
wire [NBITS-1:0] cnt_ini ;
wire [NBITS-1:0] cnt_rst ;
wire [NBITS-1:0] cnt_rst2 ;
always @(posedge clk) begin
current_state = next_state ;
end
assign cnt_ini = 32'h0000 ;
assign cnt_rst = 'd250000000 ;  
assign cnt_rst2 = 'd150000000 ;
localparam RESET = 3'b000 ;
localparam RESET2 = 3'b001 ;
localparam HORIZONTAL = 3'b010 ;
localparam VERTICAL = 3'b011 ;
localparam BUTTON = 3'b100 ;
localparam BUTTON2 = 3'b101 ;
always @( current_state ) begin
case (current_state)
 RESET : begin
 light = 1'b0;
 light2 = 1'b0;
 light3 = 1'b0;
 light4 = 1'b0;
 reset = 1'b1;
 reset2 = 1'b1;
  reset3 = 1'b1;
 buttonpressed = 1'b0;
next_state = HORIZONTAL;
end
RESET2 : begin
 light = 1'b0;
 light2 = 1'b0;
 light3 = 1'b0;
 light4 = 1'b0;
 reset = 1'b1;
 reset2 = 1'b1;
 reset3 = 1'b1;
 buttonpressed = 1'b0;
next_state = VERTICAL;
end
 HORIZONTAL : begin
 reset = 1'b0;
 light = 1'b1;
 light2 = 1'b0;
 light3 = 1'b0;
 light4 = 1'b1;
 if(b == 1 || buttonpressed == 1)
 begin
	buttonpressed = 1'b1;
	next_state = timer?BUTTON:HORIZONTAL;
 end
 else
 begin
	next_state = timer?RESET2:HORIZONTAL ;
 end
end
 VERTICAL: begin
 reset = 1'b0 ;
 reset3 = 1'b0;
 light = 1'b0 ;
 light2 = 1'b1 ;
 light3 = 1'b1 ;
 light4 = 1'b0 ;
 if(b == 1 || buttonpressed == 1)
 begin
	buttonpressed = 1'b1;
	next_state = timer3?BUTTON2:VERTICAL;
 end
 else
 begin
	next_state = timer3?RESET:VERTICAL ;
 end	
end
 BUTTON: begin
 reset2 = 1'b0;
 light = 1'b0 ;
 light2 = 1'b0 ;
 light3 = 1'b0 ;
 light4 = 1'b0 ;
 next_state = timer2?RESET2:BUTTON;
end
BUTTON2: begin
 reset = 1'b0;
 light = 1'b0 ;
 light2 = 1'b0 ;
 light3 = 1'b0 ;
 light4 = 1'b0 ;
 next_state = timer4?RESET:BUTTON2;
end
 default: begin
 light = 1'b0;
 light2 = 1'b0;
 light3 = 1'b0;
 light4 = 1'b0;
 reset = 1'b0 ;
 reset2 = 1'b0;
 reset3 = 1'b0;
 reset4 = 1'b0;
 next_state = RESET ;
 end
endcase
end
timer_st #( .NBITS(NBITS) ) timerst (
.timer(timer),
.clk(clk),
.reset(reset) ,
.cnt_ini(cnt_ini) ,
.cnt_rst(cnt_rst2)
);
timer_st #( .NBITS(NBITS) ) timerst2 (
.timer(timer2),
.clk(clk),
.reset(reset2) ,
.cnt_ini(cnt_ini) ,
.cnt_rst(cnt_rst)
);
timer_st #( .NBITS(NBITS) ) timerst3 (
.timer(timer3),
.clk(clk),
.reset(reset3) ,
.cnt_ini(cnt_ini) ,
.cnt_rst(cnt_rst2)
);
timer_st #( .NBITS(NBITS) ) timerst4 (
.timer(timer4),
.clk(clk),
.reset(reset4) ,
.cnt_ini(cnt_ini) ,
.cnt_rst(cnt_rst)
);
endmodule
$ cat flow/run.sh
#!/bin/bash
# OpenROAD 26Q1-2900-gdf79404cd8, Yosys 0.63+post, stock flow scripts
make -C /OpenROAD-flow-scripts/flow DESIGN_CONFIG=/design/flow/config.mk WORK_HOME=/design/flow/orfs finish
$ cat flow/config.mk
export PLATFORM = sky130hd
export DESIGN_NAME = Street_Light_sys
export DESIGN_NICKNAME = Street_Light_sys
export VERILOG_FILES = /design/flow/design.v
export SDC_FILE = /design/flow/constraint.sdc
export NUM_CORES = 4
export LEC_CHECK = 1
export CORE_UTILIZATION = 50
$ cat flow/constraint.sdc
current_design Street_Light_sys

set clk_period 10.0
set clk_io_pct 0.2

create_clock -name clk0 -period $clk_period [get_ports {clk}]

set non_clock_inputs [all_inputs -no_clocks]
set_input_delay [expr $clk_period * $clk_io_pct] -clock clk0 $non_clock_inputs
set_output_delay [expr $clk_period * $clk_io_pct] -clock clk0 [all_outputs]
==> summary.txt <==
fresh numbers from the pnr run: outcome completed, number of nets with antenna violations after routing 0, PostCTS Resize Cnt 0, NetSw 0.2023 mW, TritonCTS clock tree built, critical path arrival 8.45 ns, most common logic cells in the final layout 131 x dfxtp_1, 120 x ha_1, 73 x and2_1, fillers 893, max_slew headroom 0.4526, endpoints left unconstrained 4, final instance area 0.006290 mm^2, Die Wd 108.1 um, r2r endpoint current_state[0], Synth Area in Simple Gates 0.2079, sw frac 0.1827, comb area leader adder cells, Detail Placement HPWL 5367 um, CTS max path bufs 2, H-tree Lvls 4, Final Setup Violations 0, FF-to-FF Start timerst4.c2.iq[0], via count 3085, Finished Core Util 0.5777, Die Ht 108.1 um, Dominant cell area share 0.4660, Worst Setup End Kind flip-flop, post-synth top area cell dfxtp_1, Leakage 3.247 nW, Critical Path Start timerst4.c2.iq[0], drt total wl 7665 um, Post-synth ARST share 0, # hold bufs at CTS 0, clk_skew 0.005554 ns, Overall Global Routing Usage 0.1559, area fraction in compound gates 0.01312, cells on worst reg2reg path 35, # IOs 6, warning total across the stage logs 25, Pint 0.9049 mW, Clk pwr share 0.528, hold path endpoint timerst4.c2.iq[0], Setup CP Type reg -> reg, final slew viol count 0, cells in synth_stat.txt 473, Worst Max-Slew Pin Slew 0.8176 ns, Tmin final 8.067 ns, Root Buffer clkbuf_8, first-pass GRT wire length 13920 um, vias in the first global route 3146, count of unclocked register or latch pins 4, Top FF cell, synth dfxtp_1, # port buffers 5, chip area 0.01168 mm^2, final hold vios 0, Synth Area in Adders 0.2668, chip area in the Yosys report 0.005628 mm^2, pin count of the biggest net entering global routing 31, final antenna diode count 0, clk slew on worst S/H paths 0.05 ns, Late-Pin Clk Latency 0.50 ns, Hold Path Origin timerst4.c2.iq[0], path type of the worst min-delay path reg -> reg, Avg Cell Area, Syn 11.90 um^2, worst IR drop on VDD 153.2 uV, initial DRC count 109, Critical Path RT 10.39 ns, startpoint types flip-flop, Cell Area, Synth 0.005628 mm^2, Fmax 124.0 MHz, ratio of cells with drive above 1 in the final layout 0.09563, crit-path most repeated cell ha_1, Post-synth EDFFs 0, CP max FO 15, combinational fraction of design power 0.001, top cells by area dfxtp_1 47%, ha_1 27%, and2_1 8.1%, hold path depth 1, total CTS buffers 17, unrepaired setup endpoints after global routing false, most common logic cell in the routed design dfxtp_1, mux share 0.001779, Final Wtd Congestion 0.7883, # DRC 0, PD cells 176.0 mW/mm^2, Post-Syn Instances 473, # rows 38, CP max stage delay 0.79 ns, drt wl/cell 12.34 um, Synth Area in XOR/XNOR 0.006225, slowest cell on the critical path nor4b_4, setup tns final 0 ns, fp util 0.5169, Via density 4.968, initial antenna violation count 0, Placed Area 0.005724 mm^2, postcts setup bufs 0, grt total ovfl 0, Core Area 0.01089 mm^2, Post-synth regs 135, Synth-to-Final Area Change 11.76%, reg-to-reg setup timing slack 1.93 ns, sequential share of power 0.472, maxcap violations 0, Unique cell types 39, Pre-antenna DRT Iters 4, cycle use final 0.8067, yosys warning tally 3
==> registers in the layout, summed over array words and instances, names as in the netlist <==
signal,cells
timerst3.c2.iq,32
timerst4.c2.iq,32
reset2,1
reset3,1
reset,1
timerst.c2.iq,32
buttonpressed,1
timerst2.c2.iq,32
current_state,3
==> metrics by stage <==
step                      setup WS [ns]  std cells  total power, mW  hold WS, ns
after floorplan                   2.759        473           0.5336       0.3647
after global placement            2.101        592           0.5341       0.3817
after detailed placement          2.018        592           0.5341       0.3792
after CTS                         1.894        621            1.122       0.3960
after global routing              1.361        621            1.146       0.4263
final                             1.933        621            1.107       0.3953
==> worst max-delay path, delay by kind of cell (launching register included) <==
| family | cells | cell delay [ns] |
|---|---|---|
| compound gates | 1 | 0.23 |
| fa+ha+maj | 30 | 6.02 |
| flops | 1 | 0.32 |
| simple gates | 4 | 1.40 |
==> power groups by stage <==
stage	combinational (mW)	clock, mW	sequential, mW
4_1_cts	0.000615	0.600	0.522
5_1_grt	0.000611	0.623	0.522
6_report	0.000589	0.584	0.522
==> per-layer routing <==
metal	up-vias	GRT usage	share of wire
li1	1642	-	-
met1	1416	0.2305	0.51
met2	22	0.2480	0.45
met3	5	0.03681	0.033
met4	0	0.01957	0.010
met5	-	0	0
==> cells in the mapped netlist, types with 5 or more instances <==
library cell    n
nor2_1         12
nor4_1          8
nor2b_1        26
and2_1         73
and2_4          7
dfxtp_1       131
nor4bb_1        5
nand2_1         6
nand3_1         5
clkbuf_1       21
nand4_1         7
ha_1          120
==> logic make-up (layout without fill, tap and decap cells) <==
| group | Yosys count | count (layout) |
|---|---|---|
| XOR/XNOR | 4 | 4 |
| flip-flops | 131 | 131 |
| multiplexers | 1 | 1 |
| buffers and inverters | 31 | 39 |
| adder cells (fa/ha/maj) | 120 | 120 |
| AND-OR/OR-AND | 9 | 9 |
| AND/OR/NAND/NOR | 173 | 173 |
| latches | 4 | 4 |
==> how the worst max path moves through the flow <==
stage | end | slack [ns] | cells after the start
after CTS | current_state[0] | 1.89 | 35
after global routing | current_state[0] | 1.36 | 35
final | current_state[0] | 1.93 | 35
==> final cells by class <==
class / instances / area (um^2) / share of cell area
Tap cell: 140 / 175.2 / 0.02785
Clock buffer: 24 / 490.5 / 0.07798
Clock inverter: 5 / 75.07 / 0.01194
Timing Repair Buffer: 7 / 65.06 / 0.01034
Inverter: 3 / 11.26 / 0.001790
Multi-Input combinational cell: 307 / 2790 / 0.4436
Sequential cell: 135 / 2683 / 0.4265
Power figures rest on the tool's default switching activity, not on a simulated workload.
