## flow/config.mk

```make
export PLATFORM = sky130hd
export DESIGN_NAME = laser_surgery_sys
export DESIGN_NICKNAME = laser_surgery_sys
export VERILOG_FILES = /design/flow/design.v
export SDC_FILE = /design/flow/constraint.sdc
export NUM_CORES = 4
export LEC_CHECK = 1
export CORE_AREA = 10 10 111 111
export DIE_AREA = 0 0 121 121
```

## flow/constraint.sdc

```tcl
current_design laser_surgery_sys

set clk_period 7.1
set clk_io_pct 0.2

create_clock -name clk0 -period $clk_period [get_ports {clk}]

set non_clock_inputs [all_inputs -no_clocks]
set_input_delay [expr $clk_period * $clk_io_pct] -clock clk0 $non_clock_inputs
set_output_delay [expr $clk_period * $clk_io_pct] -clock clk0 [all_outputs]
```

## flow/design.v

```verilog
`timescale 1ns / 1ps
module adder #( parameter NBITS = 16 )(
input [NBITS-1:0] q ,
input [NBITS-1:0] cnt_ini ,
input [NBITS-1:0] cnt_rst ,
output[NBITS-1:0] nextq,
output tick
);
wire same ;
wire[NBITS-1:0] inextq;
addergen_st #(.NBITS(NBITS))
nextval ( .r(inextq),  
 .cout(),  
 .a(q),  
 .b(16'b0000_0001),  
 .cin(16'b0000_0000) ) ;  
comparatorgen_st #(.NBITS(NBITS))
comparator (
.r(same) ,
.a(inextq),
.b(cnt_rst) );
assign tick = (same) ? 'd1 : 'd0 ;
assign nextq = (same) ? cnt_ini : inextq ;
endmodule
`timescale 1ns / 1ps
module addergen_st #( parameter NBITS = 16 )(
output wire[NBITS-1:0] r ,
output wire cout ,
input wire[NBITS-1:0] a ,
input wire[NBITS-1:0] b ,
input wire cin ) ;
wire [NBITS:0] carry;
assign carry[0]= cin ;
genvar k ;
generate
for (k=0; k < NBITS; k = k+1)
begin : blk
 fulladder_st FA (
 .r(r[k]),
 .cout(carry[k+1]),
 .a(a[k]),
 .b(b[k]),
 .cin(carry[k]) ) ;
end
endgenerate
assign cout = carry[NBITS] ;
endmodule
`timescale 1ns / 1ps
module comparatorgen_st #( parameter NBITS = 16 )(
output wire r ,
input wire[NBITS-1:0] a ,
input wire[NBITS-1:0] b );
wire [NBITS-1:0] iresult ;
genvar k ;
generate
for (k=0; k < NBITS; k = k+1)
begin : blk
 xor c1 (iresult[k], a[k], b[k] ) ;
end
endgenerate
assign r = ~(|iresult);
endmodule
`timescale 1ns / 1ps
module flopr #( parameter NBITS = 16 )(
 input clk,
input reset,
input [NBITS-1:0] cnt_ini,
input [NBITS-1:0] nextq,
output[NBITS-1:0] q
);
reg [NBITS-1:0] iq ;
always @(posedge clk) begin 
if (reset) begin
iq <= cnt_ini ;
 end
 else begin
iq <= nextq;
 end
end
assign q = iq ;
endmodule
`timescale 1ns / 1ps
module fulladder_st(
output wire r,
output wire cout,
input wire a,
input wire b,
input wire cin
) ;
assign r = (a ^ b) ^ (cin) ;
assign cout = (a & b) | ( a & cin ) | ( b & cin ) ;
endmodule
`timescale 1ns / 1ps
module laser_surgery_sys #( parameter NBITS = 32 )
(
input wire b ,
input wire clk ,
output reg light,
output reg light2,
output reg light3,
output reg light4
);
reg reset;
wire timer;
reg [1:0] current_state ;
reg [1:0] next_state ; 
wire [NBITS-1:0] cnt_ini ;
wire [NBITS-1:0] cnt_rst ;
always @(posedge clk) begin
current_state = next_state ;
end
assign cnt_ini = 32'h0000 ;
assign cnt_rst = 'd500000000 ;  
localparam OFF = 2'b00 ;
localparam START = 2'b01 ;
localparam ON = 2'b10 ;
always @( current_state ) begin
case (current_state)
 OFF : begin
 light = 1'b0;
 light2 = 1'b0;
 light3 = 1'b0;
 light4 = 1'b0;
 reset = 1'b1;
 next_state = START ;
 end
 START : begin
 light = 1'b1;
 light2 = 1'b0;
 light3 = 1'b0;
 light4 = 1'b1;
 reset = 1'b0;
 next_state = timer?ON:START ;
end
 ON: begin
 reset = 1'b0;
 light = 1'b0;
 light2 = 1'b1;
 light3 = 1'b1;
 light4 = 1'b0;
 next_state = timer?OFF:ON;
 end
 default: begin
 light = 1'b0;
 light2 = 1'b0;
 light3 = 1'b0;
 light4 = 1'b0;
 reset = 1'b0 ;
 next_state = OFF ;
 end
endcase
end
timer_st #( .NBITS(NBITS) ) timerst (
.timer(timer),
.clk(clk),
.reset(reset) ,
.cnt_ini(cnt_ini) ,
.cnt_rst(cnt_rst)
);
endmodule
`timescale 1ns / 1ps
module timer_st #( parameter NBITS = 32 )
(
 output wire timer ,
 input wire clk ,
 input wire reset,
 input [NBITS-1:0] cnt_ini ,
 input [NBITS-1:0] cnt_rst
);
wire [NBITS-1:0] q ;
wire [NBITS-1:0] qnext ;
adder #( .NBITS(NBITS ) )
 c1 (.q(q),
.cnt_ini(cnt_ini),
.cnt_rst(cnt_rst),
.nextq(qnext),
.tick(timer) );
flopr #( .NBITS(NBITS ) )
 c2 (.clk(clk),
.reset(reset),
.cnt_ini(cnt_ini),
.nextq(qnext),
.q(q) );
endmodule
```

## flow/run.sh

```bash
#!/bin/bash
# OpenROAD 26Q1-2900-gdf79404cd8, Yosys 0.63+post, stock flow scripts
make -C /OpenROAD-flow-scripts/flow DESIGN_CONFIG=/design/flow/config.mk WORK_HOME=/design/flow/orfs finish
```

==> run summary <==
Outcome - completed
Area fraction of the dominant cell type after synthesis - 46.42%
Longest individual stage delay on the worst path - 0.54 ns
Setup Total Neg Slack - 0 ns
GRT Max-Usage Layer - met2
Synth top area cells - sky130_fd_sc_hd__dfxtp_1 (46%), sky130_fd_sc_hd__ha_1 (26%), sky130_fd_sc_hd__and2_1 (12%)
Placed cell area - 1658 um^2
Met2 Resource Use GR - 5.068%
Number of vias per cell after detailed routing - 3.309
Die Y-Extent - 121 um
Worst slack at placement - -0.1820 ns
Routability cong. - 0.7166
Wire length of the first global-routing pass - 3926 um
Achievable clock frequency - 0.1471 GHz
Share of post-route cells with drive strength above 1 - 28.79%
Number of failing setup endpoints in the final timing report - 0
Flip-flop and latch count after synthesis - 34
Clock buffer count from CTS - 5
Post-route setup slack - 0.3040 ns
Remaining antenna violation count - 0
Reg2Reg Capture Point - current_state[1]$_DFF_P_
Tot GR Track Use - 3.362%
Count of final max-slew check failures - 0
Clock latency (worst-skew pair) - 0.28 ns
Detailed-route via count - 877
Reported max-cap violation count - 0
Number of core rows - 36
CTS Buffer Depth - 2
Core outline area - 9864 um^2
Critical path launch point type - flip-flop
Post-route fraction of the period consumed by the critical path - 95.72%
Number of library cell types mapped by synthesis - 22
Most common cell after layout, fill and taps aside - sky130_fd_sc_hd__dfxtp_1
Detailed-route DRC error count - 0
Core Density at Floorplan - 14.87%
Tally of OpenROAD warnings - 26
Crit Path Max Fanout - 2
Most common cell type on the critical path - sky130_fd_sc_hd__ha_2
Post-cts hold buffer count - 0
Filler cells - 1,056
Min-Delay Path Class - reg -> reg
Clock sink count - 34
Number of antenna violations at the first check in global routing - 0
Standard cell with the maximum stage delay on the critical path - sky130_fd_sc_hd__or4b_4
Clock slew seen by the registers of the worst setup and hold paths - 0.06 ns
Synthesized area per cell - 12.32 um^2
Layout overhead on the synthesized area - 28.84%
Setup slack of the most critical reg-to-reg path - 0.30 ns
Shortest clock period the worst path allows after layout - 6.796 ns
RSZ-0062 raised after global routing - no
Final hold violations - 0
Worst endpoint required time - 7.27 ns
Met1 GRT Util - 4.185%
Post-synthesis cell count from yosys - 119
Worst hold path stage count - 1
Largest net degree at the start of global routing - 10
Number of setup buffers added after CTS - 0
Post-synth area from yosys stat - 1466 um^2
Root buf cell - sky130_fd_sc_hd__clkbuf_8
Post-Synthesis Cell Area - 1466 um^2
Final global-route overflow total - 0
ANT cells - 0
Worst ir drop on vdd - 79.54 uV
Relative max-transition margin - 33.78%
Kind of critical path - reg -> reg
Data arrival time of the critical path - 6.96 ns
Worst Max-Slew Pin Slew - 0.9897 ns
Worst min-delay path endpoint - current_state[0]$_DFF_P_
Vias in the first global route - 813
Kind of end point of the critical path - flip-flop
CTS H-tree lvls - 2
Depth of the worst register-to-register path - 33
Power density over the cells - 169.7 nW/um^2
Total die size - 14,640 um^2
CTS tree - built
Post-route cell area - 1889 um^2
Hpwl dp - 1495 um
I/O pin count - 6
Worst clock skew - 0.002481 ns
FF-to-FF Start - timerst.c2.iq[0]$_SDFF_PP0_
DRC violation total after the first TritonRoute iteration - 21
Die x size - 121 um
Post-layout util - 19.15%
Yosys top cell by area - sky130_fd_sc_hd__dfxtp_1
Post-synth seq share - 46.42%
Gate count of the mapped netlist - 119
Total of buffers placed on input and output ports - 4
Warning count from the yosys run - 2
Top library cells by usage in the layout, fill and taps aside - sky130_fd_sc_hd__dfxtp_1 (33), sky130_fd_sc_hd__and2_1 (27), sky130_fd_sc_hd__ha_2 (16), sky130_fd_sc_hd__ha_1 (12), sky130_fd_sc_hd__clkbuf_8 (5)
Start point of the worst hold path - current_state[1]$_DFF_P_
Leakage Power - 0.7879 nW
First drt pass iteration count - 3
Global-route met3 utilization - 1.795%
Total wire length after detailed routing - 2328 um
Average wire per cell in the routed design - 8.785 um
## cell type report
type | instances | area, um^2 | area share (%)
repair buffers | 7 | 66.31 | 3.510
clock buffers | 7 | 76.32 | 4.040
multi-input cells | 84 | 898.4 | 47.55
well taps | 133 | 166.4 | 8.808
flip-flops and latches | 34 | 681.9 | 36.09
## repair_timing
action / CTS / global route
cloned: 3 / 0
pin swaps: 21 / 11
gates resized: 22 / 7
endpoints found under the hold margin: 0 / 0
endpoints found under the setup margin: 29 / 31
## sequential cells by signal (all words and copies together), names as in the netlist
name and cells:
timerst.c2.iq 32, current_state 2
## cell families after synthesis
family,share of synthesized area (%)
xor gates and xnor gates,0.5974
muxes,0.7679
AOI/OAI and AO/OA,1.791
buffers and inverters,2.559
adders and majority gates,25.60
DFF,46.42
and+or+nand+nor,22.27
## critical path: cells and delay by family, from the launching register on
family / cells / cell delay (ns)
AND/OR/NAND/NOR: 3 / 0.99
multiplexers: 1 / 0.31
adder cells (fa/ha/maj): 29 / 5.07
flip-flops: 1 / 0.33
## per-stage QoR
| step | power [W] | cells | hold WS (ns) |
|---|---|---|---|
| 2_1_floorplan | 0.0001950 | 119 | 0.4254 |
| 3_3_place_gp | 0.0001950 | 255 | 0.4415 |
| 3_5_place_dp | 0.0001950 | 255 | 0.4477 |
| 4_1_cts | 0.0003263 | 265 | 0.4641 |
| 5_1_grt | 0.0003335 | 265 | 0.5069 |
| 6_report | 0.0003206 | 265 | 0.4720 |
## where the power goes
| part | leakage (nW) | internal [W] | switching [W] |
|---|---|---|---|
| combinational | 0.475 | 0 | 0 |
| sequential | 0.274 | 0.000191 | 0 |
| clock | 0.0383 | 0.0000674 | 0.0000625 |
| total | 0.788 | 0.000258 | 0.0000625 |
## cell usage after synthesis (all sizes together)
cell	n
a21oi	1
a31oi	1
and2	28
and3	2
buf	4
dfxtp	34
ha	30
mux2	1
nand2	1
nand4	1
nand4b	1
nor2	2
nor2b	4
nor3	2
nor4	2
nor4b	1
or4b	2
or4bb	1
xnor2	1
## how the worst max path moves through the flow
stage                          startpoint                           end  slack, ns  cells after the start
CTS           timerst.c2.iq[0]$_SDFF_PP0_  timerst.c2.iq[28]$_SDFF_PP0_      0.003                     34
global route  timerst.c2.iq[0]$_SDFF_PP0_      current_state[1]$_DFF_P_       0.03                     33
finish        timerst.c2.iq[0]$_SDFF_PP0_      current_state[1]$_DFF_P_       0.30                     33
## metal layers
| layer | wire, um | up-vias |
|---|---|---|
| li1 | - | 451 |
| met1 | 1129 | 411 |
| met2 | 984 | 10 |
| met3 | 160 | 5 |
| met4 | 53 | 0 |
| met5 | 0 | - |
Power figures rest on the tool's default switching activity, not on a simulated workload.
