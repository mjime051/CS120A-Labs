### design/flow/run.sh
#!/bin/bash
# OpenROAD 26Q1-2900-gdf79404cd8, Yosys 0.63+post, stock flow scripts
make -C /OpenROAD-flow-scripts/flow DESIGN_CONFIG=/design/flow/config.mk WORK_HOME=/design/flow/orfs finish
### design/flow/config.mk
export PLATFORM = sky130hd
export DESIGN_NAME = dispmux_main_bh
export DESIGN_NICKNAME = dispmux_main_bh
export VERILOG_FILES = /design/flow/design.v
export SDC_FILE = /design/flow/constraint.sdc
export NUM_CORES = 4
export LEC_CHECK = 1
export CORE_AREA = 10 10 70 70
export DIE_AREA = 0 0 80 80
### design/flow/constraint.sdc
current_design dispmux_main_bh

set clk_period 1.0
set clk_io_pct 0.2

create_clock -name clk0 -period $clk_period [get_ports {clk}]

set non_clock_inputs [all_inputs -no_clocks]
set_input_delay [expr $clk_period * $clk_io_pct] -clock clk0 $non_clock_inputs
set_output_delay [expr $clk_period * $clk_io_pct] -clock clk0 [all_outputs]
### design/flow/design.v
`timescale 1ns / 1ps
module clkdiv(clk,clk_out);
 input clk;
 output clk_out;
 reg [15:0] COUNT;
 assign clk_out=COUNT[15];
 always @(posedge clk)
 begin
 COUNT = COUNT + 1;
 end
endmodule
`timescale 1ns / 1ps
module disp_mux_bh(
input clk ,
input wire [7:0] in0 ,
input wire [7:0] in1 ,
input wire [7:0] in2 ,
input wire [7:0] in3 ,
output reg [3:0] an ,
output reg [7:0] sseg
);
reg [16:0] r_qreg ;
reg [16:0] c_next ;
always @(*) begin
case (r_qreg[1:0])
2'b00 : sseg = in0 ;
2'b01 : sseg = in1 ;
2'b10 : sseg = in2 ;
2'b11 : sseg = in3 ;
endcase
end
always @(*) begin
case (r_qreg[1:0])
2'b00 : an = ~(4'b1000) ;
2'b01 : an = ~(4'b0100) ;
2'b10 : an = ~(4'b0010) ;
2'b11 : an = ~(4'b0001) ;
endcase
end
always @(*) begin
c_next = r_qreg + 'd1;
end
always @(posedge clk) begin
r_qreg <= c_next ;
end
endmodule
`timescale 1ns / 1ps
module dispmux_main_bh(
input clk ,  
input sw0,  
input sw1,  
input sw2,  
input sw3,  
output [3:0] an ,  
output [7:0] sseg  
 );
wire [7:0] in0; wire [7:0] in1; wire [7:0] in2; wire
[7:0] in3;
wire [3:0] sw;
wire slow_clk ;
assign sw[0] = sw0;
assign sw[1] = sw1;
assign sw[2] = sw2;
assign sw[3] = sw3;
hexto7segment c1(sw,in0);
hexto7segment c2(sw, in1);
hexto7segment c3(sw, in2);
hexto7segment c4(sw, in3);
clkdiv clkk(clk, slow_clk );
disp_mux_bh c5(
 .clk (clk) ,
 .in0 (in0) ,
 .in1 (in1) ,
 .in2 (in2) ,
 .in3 (in3) ,
 .an (an) ,
 .sseg (sseg));
endmodule
`timescale 1ns / 1ps
module hexto7segment(
input [3:0] x,
output wire [6:0] r 
);
reg [6:0] zd;
reg [6:0] z ;
always @(*) begin
z[0] <= zd[6];
z[1] <= zd[5];
z[2] <= zd[4];
z[3] <= zd[3];
z[4] <= zd[2];
z[5] <= zd[1];
z[6] <= zd[0];
case (x)
4'b0000 : zd = 7'b1111110;
4'b0001 : zd = 7'b0110000;
4'b0010 : zd = 7'b1101101;
4'b0011 : zd = 7'b1111001;
4'b0100 : zd = 7'b0110011;
4'b0101 : zd = 7'b1011011;
4'b0110 : zd = 7'b1011111;
4'b0111 : zd = 7'b1110000;
4'b1000 : zd = 7'b1111111;
4'b1001 : zd = 7'b1111011;
4'b1010 : zd = 7'b1110111;
4'b1011 : zd = 7'b0011111;
4'b1100 : zd = 7'b1001110;
4'b1101 : zd = 7'b0111101;
4'b1110 : zd = 7'b1001111;
4'b1111 : zd = 7'b1000111;
endcase
end
assign r = ~ z;
endmodule
==> results_dict.tcl <==
# collected from the flow reports
set metrics [dict create \
    rsz0062_at_grt "yes" \
    cp.arrival_ps 1080 \
    numSynthFlops 2 \
    cts_hold_buf 0 \
    final.setup.worst_slack_ps -278 \
    yosys_warnings 7 \
    outcome "finished, violations left" \
    wl_per_cell_um 9.86 \
    critPathMaxFanout 3 \
    fp_util_pct 11.3 \
    powerDensity_nw_per_um2 539 \
    io_pins 17 \
    grt_max_degree 10 \
    cp-end-kind "output pin" \
    antenna_found_initial 0 \
    port_buffers 15 \
    yosysMostFrequentCell "ha_1" \
    use_met3_pct 2.61 \
    slowest_delay_ps 220 \
    ff_type "dfxtp_1" \
    top_regs "c5.r_qreg (2)" \
    yosys-stat-cells 50 \
    die.size.y_um 80 \
    numClockSinks 2 \
    largest_area_cell "ha_1" \
    fp.dieW_um 80 \
    async_flop_share_pct 0 \
    wl_mm 1.26 \
    synth_area_um2 385 \
    stdcell_count 128 \
    synth.distinct_cells 24 \
    synth_cells 50 \
    cpMaxStageDelayCell "or2_4" \
    period_needed_ps 1280 \
    p_seq_share_pct 16.6 \
    syn_avg_cell_area_um2 7.71 \
    cp_top_family "buffers and inverters" \
    cp.required_ps 800 \
    holdWs_ps 529 \
    slew_viol_final 0 \
    firstDrtPassIters 2 \
    fin_skew_ps 2.34 \
    grt.busiest_layer "met1" \
    drive_above_1_share_pct 82.9 \
    peakVddDrop_mv 0.397 \
    grt_pass1_vias 461 \
    clkLatencyLatePin_ps 220 \
    synth.area.top_cells "ha_1 (32%), dfxtp_1 (10%), inv_1 (7.8%), nand2_1 (6.8%), buf_4 (3.9%)" \
    use_met2_pct 4.17 \
    violations "negative setup slack" \
    swShare_pct 29.1 \
    p_switching_uw 141 \
    dp_cells 117 \
    seq_area_frac_synth_pct 10.4 \
    finalHoldViolCount 0 \
    warnings 35 \
    antenna_cells 0 \
    synthTopCellsByCount "ha_1 (10), inv_1 (8), nand2_1 (7)" \
    globalRoute.totalOverflow 0 \
    chipArea_um2 6400 \
    power_uw 485 \
    startpoint_type "primary input" \
    period_used_pct 128 \
    hpwl_um 845 \
    cap_violations 0 \
    largest_register "c5.r_qreg" \
    drc 0 \
    crit_chain "buf_8 -> buf_6 -> ha_4 -> or2_4 -> a21oi_2 -> a31oi_1 -> buf_2" \
    grt_pass1_wl_mm 2.07 \
    grt_use_total_pct 3.84 \
    combPwrFrac_pct 47.0 \
    drtIter0Drc 14 \
    path_class "in2out" \
    hold_class "reg2reg" \
    rows 21 \
    final-setup-viol-count 11 \
    cts.clk_slew.worst_paths_ps 30 \
    critPathBufInv 3 \
    p_leak_nw 0.368 \
    place_congestion 0.760 \
    p_int_uw 344 \
    edf_count 0 \
    max_freq_ghz 0.783 \
    yosysTopAreaCellShare_pct 32.5 \
    grt_util_met1_pct 5.77 \
    cts_buffers 3 \
    largest_reg_flops 2 \
    vias 425 \
    pwr-share-clk_pct 36.5 \
    tritoncts "done" \
    ant_nets 0 \
    viasPerCell 3.32 \
    htreeDepth 1 \
    cts_buffer_depth 2 \
    syn_to_final_growth_pct 133 \
    ctsRootBufferMaster "clkbuf_4" \
    yosysChipArea_um2 385 \
    core_um2 3420 \
]
per-stage QoR:
step | setup WS [ps] | area, um^2 | utilization, % | TNS [ps]
after floorplan | 4.00 | 394 | - | 0
after global placement | -1130 | 658 | 19.3 | -8220
after detailed placement | -1140 | 658 | 19.3 | -8180
after CTS | -281 | 892 | 26.1 | -1890
after global routing | -305 | 900 | 26.3 | -2400
final | -278 | 900 | 26.3 | -1890
power by group through the flow:
stage | Sequential, mW | Combinational (mW) | Clock (mW)
5_1_grt | 0.0803 | 0.251 | 0.199
4_1_cts | 0.0803 | 0.224 | 0.190
6_report | 0.0804 | 0.228 | 0.177
cell families (layout without fill, tap and decap cells):
logic type / count (synthesis) / after routing / share of synthesized area (%)
DFF: 2 / 2 / 10.4
xor gates and xnor gates: 1 / 1 / 2.27
other: 1 / 1 / 0.973
muxes: 1 / 1 / 2.92
buffers and inverters: 12 / 44 / 15.9
adders and majority gates: 10 / 10 / 32.5
and+or+nand+nor: 13 / 13 / 17.2
AOI/OAI and AO/OA: 10 / 10 / 17.9
layout by cell type (no fill, tap or decap), types with 2 or more instances in the layout:
master	count
buf_6	12
buf_2	12
ha_4	9
inv_2	7
nand2_1	5
buf_4	5
clkbuf_4	3
buf_8	3
o21ai_1	2
nand2_2	2
a21oi_2	2
dfxtp_2	2
tightest hold or removal path, stage by stage, from the launching register on:
cell and delay (ps):
dfxtp_2 320, inv_2 70, buf_6 100
layer usage:
layer	part of all wire (%)	wire length, um	vias up
li1	-	-	223
met3	15	190	0
met2	33	411	15
met4	0	0	0
met5	0	0	-
met1	52	660	187
layout make-up:
type / count / area [um^2]
clock buffer: 3 / 22.5
fill: 357 / 2520
inverter: 8 / 32.5
multi-input combinational: 36 / 447
sequential: 2 / 42.5
tap: 46 / 57.6
timing repair buffer: 33 / 298
timing repair:
action,in CTS,in global routing
pin swaps,10,4
gates resized,109,2
buffers inserted,8,0
setup endpoints to repair,11,11
hold endpoints to repair,0,0
final timing paths:
check,from,endpoint,slack [ps],cells after the start
max,sw0,sseg[3],-280,7
min,c5.r_qreg[0]$_DFF_P_,c5.r_qreg[0]$_DFF_P_,530,2
max reg2reg,c5.r_qreg[0]$_DFF_P_,c5.r_qreg[1]$_DFF_P_,170,3
min reg2reg,c5.r_qreg[0]$_DFF_P_,c5.r_qreg[0]$_DFF_P_,530,2
Power is estimated from default activity; no workload was simulated.
